--- design/flow/config.mk ---
export PLATFORM = sky130hd
export DESIGN_NAME = datamemvar
export DESIGN_NICKNAME = datamemvar
export VERILOG_FILES = /design/flow/design.v
export SDC_FILE = /design/flow/constraint.sdc
export NUM_CORES = 4
export LEC_CHECK = 1
export CORE_UTILIZATION = 40
--- design/flow/constraint.sdc ---
current_design datamemvar

set clk_period 5.8
set clk_io_pct 0.2

create_clock -name clk0 -period $clk_period [get_ports {clk}]

set non_clock_inputs [all_inputs -no_clocks]
set_input_delay [expr $clk_period * $clk_io_pct] -clock clk0 $non_clock_inputs
set_output_delay [expr $clk_period * $clk_io_pct] -clock clk0 [all_outputs]
--- design/flow/design.v ---
`timescale 1ns/ 1ps
module datamemvar(clk , we_DM, dataDM,addDM, outDM);
input  clk;
input  we_DM;
input  [31:0] dataDM; 
input  [31:0] addDM; 
output [31:0] outDM;
reg    [31:0] outDM;
reg    [31:0] mem [0:31];
always@ (posedge clk)
begin 
  if(we_DM == 1) begin
    mem[addDM] =dataDM; 
  end
  else if(we_DM == 0) begin 
   outDM= mem[addDM]; 
  end 
end
endmodule
`timescale 1ns/ 1ps
module tb_datamem();
reg clk; 
reg we_DM;
reg [31:0] dataDM; 
reg [11:0] addDM; 
wire [31:0] outDM; 
datamemvar d1(.clk(clk),.we_DM(we_DM),.dataDM(dataDM),.addDM(addDM),.outDM(outDM));
initial 
begin 
	clk <= 0; 
	we_DM <= 0; 
	dataDM <=32'h0000000;
	addDM <= 12'h000; 
end
always #5 clk = ~clk; 
always #60 addDM = addDM + 12'h001; 
initial
begin 
    #5 we_DM <= 1; 
	#5 dataDM <= 32'h1dfe;
	#30 we_DM <= 0; 
	#30 we_DM <= 1; 
	#5 dataDM <= 32'h1001; 
	#30 we_DM <= 0;
end
endmodule
--- design/flow/run.sh ---
#!/bin/bash
# OpenROAD 26Q1-2900-gdf79404cd8, Yosys 0.63+post, stock flow scripts
make -C /OpenROAD-flow-scripts/flow DESIGN_CONFIG=/design/flow/config.mk WORK_HOME=/design/flow/orfs finish
==> impl_metrics.csv <==
group,metric,value,unit
layout,lay_top_count,"edfxtp_1",
synth,postSynth.asyncResetShare,0,%
floorplan,rows,115,
layout,final_layout_size_suffix_gt1_share,16.21,%
placed_design,pre_cts_ws,953.8,ps
floorplan,core,98990,um^2
synth,avgSynthCellArea,16.64,um^2
layout,lay_top_cells,"edfxtp_1, nand3_1, buf_4",
placed_design,dp_hpwl,86260,um
global_routing,grt_pass1_vias,27730,
min_path,worstHoldPathType,"flip-flop to flip-flop",
clock_tree,path_clk_slew,60,ps
final_timing,max_freq,232.7,MHz
routing,first_pass_iters,7,
setup_path,critPathKind,"input port to flip-flop",
clock_tree,numCtsBuffers,107,
floorplan,fp_util,40.64,%
power,p_per_area,340.3,nW/um^2
setup_path,worst_ep_required_time,6140,ps
setup_path,cp_slowest_cell,"nor2_4",
synth,ys_chip_area,40230,um^2
synth,yosysUniqueCellTypes,70,
flow_run,max_cap_violations,0,
clock_tree,clock-sinks,1056,
synth,area_leaders,"edfxtp_1, nand3_1, a22oi_1",
clock_tree,ctsResizeCount,0,
synth,yosysTopAreaCell,"edfxtp_1",
final_timing,finalHoldViolCount,0,
floorplan,dieHeight,319.1,um
layout,fin_area,47110,um^2
synth,top_area_share,78.82,%
global_routing,track_usage,31.93,%
global_routing,antenna_found_initial,6,
global_routing,grt_start_max_net_pins,47,
global_routing,grt_pass1_wl,205000,um
power,vdd_drop_max,0.0002899,V
setup_path,path_cells,"buf_4, buf_4, nor2b_4, buf_4, nand2_1, nor2_4, buf_4",
layout,post-route-util,47.58,%
synth,ys_cells,2418,
final_timing,slew_viol_final,0,
clock_tree,cts-root-buf,"clkbuf_16",
global_routing,met3_usage,31.62,%
setup_path,max_stage_delay,870,ps
final_timing,finalClockPeriodUsage,74.10,%
routing,routed_via_density,6.501,
global_routing,use_met1,31.12,%
clock_tree,cts_tree,"built",
floorplan,ios,98,
final_timing,layout_setup_ws,1502,ps
clock_tree,cts_buffer_depth,3,
placed_design,place_inst,3802,
final_timing,fin_tns_setup,0,ps
placed_design,placed_area,43760,um^2
setup_path,endpoint_kind,"flip-flop",
routing,postRouteAntennaNets,0,
synth,yosys.stat.seqShare,78.82,%
setup_path,critPathArrivalTime,4640,ps
clock_tree,cts.hold.buffers_added,0,
floorplan,die_area,101800,um^2
final_timing,layout_min_cycle_time,4298,ps
layout,fill_cells,8034,
placed_design,place.gp.congestion,0.9653,
final_timing,worstMarginPinSlew,1168,ps
synth,netlist_instances,2418,
placed_design,port_buffers,70,
synth,flop_cell,"edfxtp_1",
global_routing,grt_overflow,0,
floorplan,chipWidth,319.1,um
final_timing,relSlewSlack,21.81,%
clock_tree,postCtsSetupBuffers,0,
layout,syn2layout_area_growth,17.09,%
final_timing,whs,551.6,ps
synth,numSynthFlops,1056,
clock_tree,cts-htree-levels,3,
layout,fin_cells,4005,
synth,ys_warn_count,2,
power,leakagePower,15.25,nW
global_routing,grt.met2_usage,43.68,%
routing,drt_wl_total,148500,um
routing,vias,26038,
synth,syn_area,40230,um^2
routing,drt_first_iter_violations,2182,
setup_path,critPathMaxFanout,40,
setup_path,crit_top_cell,"buf_4",
synth,edf_count,1056,
routing,wl_per_cell,37.07,um
final_timing,fin_worst_skew,27.26,ps
routing,drc,0,
final_timing,setup_violations,0,
global_routing,busiest_layer,"met2",
power,p_total,16.03,mW
setup_path,critPathLaunchType,"input port",
run_status,status,"finished clean",
final_timing,rsz0062_at_grt,"false",
clock_tree,clock_latency,690,ps
flow_run,log.warning_count,53,
-- Yosys cell counts, types with 8 or more instances --
cell type / n
a221oi_1: 11
nand3_1: 327
a221o_1: 9
buf_1: 10
nand2_1: 27
nor4_1: 10
and3b_1: 9
and3_1: 81
nor3b_1: 9
buf_2: 73
a31oi_1: 13
nand2b_1: 10
mux2i_1: 50
a222oi_1: 9
o211ai_1: 8
o21ai_0: 10
a2111oi_0: 24
nor2_1: 70
or4_1: 15
nand4_1: 109
nor2b_1: 10
mux2_2: 15
o32a_1: 22
edfxtp_1: 1056
nor3_1: 48
a21oi_1: 17
nand3b_1: 11
a22oi_1: 139
a22o_1: 32
a32oi_1: 8
clkbuf_1: 76
-- final timing paths --
kind | from | endpoint | slack, ps | depth (start not counted)
max reg2reg | mem[24][21] | outDM[21] | 3440 | 4
max | addDM[0] | mem[9][5] | 1500 | 7
min | mem[0][20] | outDM[20] | 550 | 1
min reg2reg | mem[0][20] | outDM[20] | 550 | 1
-- sequential cells by signal, indices dropped and copies added (netlist names) --
name,count
mem,1024
outDM,32
-- per-layer routing --
metal	part of all wire [%]	wire length [um]
met4	6.0	8846
met3	23	33800
met2	43	63790
met1	28	41090
met5	0.63	939
-- logic make-up (layout without fill, tap and decap cells) --
kind of cell | count (synthesis) | count (layout) | share of synthesized area [%]
flops | 1056 | 1056 | 78.82
simple gates | 766 | 766 | 10.44
compound gates | 354 | 354 | 7.013
buf+inv | 174 | 471 | 1.962
mux | 68 | 68 | 1.757
other cells | 0 | 3 | 0
-- worst max-delay path, delay by kind of cell --
kind | cells | cell delay (ps)
buffers and inverters | 4 | 1920
AND/OR/NAND/NOR | 3 | 1480
-- where the power goes --
part,switching (mW),internal (mW)
combinational,0.645,0.248
clock,2.87,3.71
sequential,0.0296,8.53
-- final cells by class --
class / instances / area (um^2) / share of cell area (%)
inverter: 7 / 26.28 / 0.05578
antenna: 3 / 7.507 / 0.01594
sequential: 1056 / 31710 / 67.32
clock inverter: 71 / 531.8 / 1.129
timing repair buffer: 264 / 2320 / 4.925
clock buffer: 129 / 2803 / 5.950
tap: 1287 / 1610 / 3.418
multi-input combinational: 1188 / 8097 / 17.19
Power is estimated from default activity; no workload was simulated.
