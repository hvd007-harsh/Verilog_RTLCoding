`./config.mk`:
```
export PLATFORM = sky130hd
export DESIGN_NAME = Binary_Multiplier
export DESIGN_NICKNAME = Binary_Multiplier
export VERILOG_FILES = /design/flow/design.v
export SDC_FILE = /design/flow/constraint.sdc
export NUM_CORES = 4
export LEC_CHECK = 1
export CORE_AREA = 10 10 70 70
export DIE_AREA = 0 0 80 80
```
`./constraint.sdc`:
```
current_design Binary_Multiplier

set clk_period 5.2
set clk_io_pct 0.2

create_clock -name clk0 -period $clk_period

set non_clock_inputs [all_inputs -no_clocks]
set_input_delay [expr $clk_period * $clk_io_pct] -clock clk0 $non_clock_inputs
set_output_delay [expr $clk_period * $clk_io_pct] -clock clk0 [all_outputs]
```
`./design.v`:
```
module Binary_Multiplier(A0,B0,C0);
input [3:0] A0 , B0; 
output [7:0] C0; 
wire [3:0] m0 ;
wire [4:0] m1; 
wire [5:0] m2; 
wire [6:0] m3; 
wire [7:0] s1,s2,s3; 
assign m0= {4{A0[0]}}&{B0[3:0]}; 
assign m1= {4{A0[1]}}&{B0[3:0]}; 
assign m2= {4{A0[1]}}&{B0[3:0]}; 
assign m3= {4{A0[1]}}&{B0[3:0]}; 
assign s1= m0+(m1<<1 );
assign s2= s1+(m2<<1 ); 
assign s3= s2+(m3<<1 ); 
assign C0 = s3 ; 
endmodule
module tb_binary();
    reg [3:0] A0, B0;
	wire[7:0] C0; 
 Binary_Multiplier dut(.A0(A0), .B0(B0), .C0(C0));
 initial
     begin
        A0 =  4'b0110 ; B0 =  4'b0110 ; 
        #10 
        A0 =  4'b0010 ; B0 =  4'b0110 ; 
        #10 	
        A0 =  4'b0111 ; B0 =  4'b0101; 
        #10 
        A0 =  4'b0111 ; B0 =  4'b0111 ; 
        #10
		A0 = 4'b0101 ; B0 = 4'b0101; 
		#10
		A0 = 4'b0111 ; B0 = 4'b0011; 
		#10 
		A0 = 4'b0100 ; B0 = 4'b0110; 
	end
endmodule 
```
`./run.sh`:
```
#!/bin/bash
# OpenROAD 26Q1-2900-gdf79404cd8, Yosys 0.63+post, stock flow scripts
make -C /OpenROAD-flow-scripts/flow DESIGN_CONFIG=/design/flow/config.mk WORK_HOME=/design/flow/orfs finish
```
==> run notes <==
impl run done, here's what came out: dpl ws 0.5843 ns, Syn Std Cell Area 264.0 um^2, Row Count 21, maxcap violations 0, chip area 6400 um^2, final worst setup slack 0.5723 ns, Hold Crit Depth 3, logic area 249.0 um^2, initial antenna violation count 0, hold wc startpoint B0[0], Cell Type Count 12, YS warnings 0, hold buffers post-CTS 0, vias post-DR 230, average wire per standard cell 7.933 um, DRC 0, flop count 0, status completed, final worst path period need 4.628 ns, Post-Synthesis Cells 31, Max Slew Vio Count 0, Placed Cells 89, PwrDens 91.35 nW/um^2, ys cells 31, Synth Area per Inst 8.516 um^2, Hold Crit Class in -> out, post-route ant nets 0, Flop area 0 um^2, Switching Power 14.22 uW, Peak Freq 216.1 MHz, Via density 2.584, crit path from A0[1], fraction of layout cells with a size suffix above 1 4.651%, global route overflow 0, Die X 80 um, fill count 400, final worst path period share 88.99%, Worst setup SP type input port, post-CTS resize count 0, Seq pwr share 0%, Critical Path End Type primary output, pin count of the biggest net entering global routing 6, number of global-route vias before repair 224, Total Wirelength 706 um, Crit Path Category in -> out, first-pass GRT wire length 1041 um, core area 3416 um^2, io pins 16, fraction of power consumed by the clock network 0%, DR pass1 iterations 2, Final Hold Viols 0, P_leak 0.0002291 uW, Int Pwr 26.35 uW, synthesis-to-layout area growth 68.25%, all-layer global routing usage 1.940%, final core occ 13.00%, synthesis area per yosys 264.0 um^2, required time of the critical path 4.16 ns, FP Core Util 7.729%, post-route setup TNS 0 ns, worst-path maximum fanout 5, unrepaired setup endpoints after global routing false, DP HPWL 608.2 um, VDD IR-drop max 0.02470 mV, Antenna Cells 0, Non-Filler Instances 89, switching share of power 35.05%, Seq/Total Area, Yosys 0%, combinational power share 100.0%, DRT iter0 DRCs 3, WP data arrival 3.59 ns, Final Wtd Congestion 0.7463, tool warning count 35, clock buf count 0, setup violators final 0, Die Y 80 um, IO buf count 13, Post-CTS Setup Bufs 0
[synth_stat cells]
cell	instances	area share [%]
xnor2_1	2	6.6
fa_1	1	7.6
nand2_1	3	4.3
buf_4	1	2.8
a21o_1	4	11
inv_1	2	2.8
a21oi_2	1	3.3
xor2_1	2	6.6
conb_1	1	1.4
a31o_2	1	3.3
and2_1	5	12
ha_1	8	38
[power by group through the flow]
| stage | clock network (uW) | logic, uW | registers [uW] |
|---|---|---|---|
| CTS | 0 | 41.9 | 0 |
| finish | 0 | 40.6 | 0 |
| global route | 0 | 45.9 | 0 |
[worst max-delay path, stage by stage]
cell,delay [ns]
clkdlybuf4s50_1,0.48
and2_1,0.19
ha_1,0.32
xnor2_1,0.14
ha_1,0.24
fa_1,0.44
a21o_1,0.17
a21o_1,0.17
clkdlybuf4s50_1,0.41
[cells in the final DEF, fill, tap and decap left out]
master / count
fa_1: 1
and2_1: 5
a21oi_2: 1
a21o_1: 4
xor2_1: 2
xnor2_1: 2
a31o_2: 1
clkdlybuf4s50_1: 13
inv_1: 2
nand2_1: 3
conb_1: 1
ha_1: 8
[worst paths after layout]
path	slack, ns	endpoint
max	0.57	C0[6]
min	3.04	C0[0]
[logic make-up (layout without fill, tap and decap cells)]
logic type	after synthesis	count (layout)	synth area share, %
adder cells (fa/ha/maj)	9	9	45.50
AND/OR/NAND/NOR	8	8	16.11
AND-OR/OR-AND	6	6	18.01
XOR/XNOR	4	4	13.27
buffers and inverters	3	15	5.689
other	1	1	1.420
[stage by stage]
stage	power [uW]	hold WS, ns	instance area (um^2)
after global placement	41.30	3.051	444.2
after global routing	45.87	3.079	444.2
final	40.58	3.038	444.2
after detailed placement	41.13	3.042	444.2
after CTS	41.90	3.048	444.2
after floorplan	16.34	2.152	264.0
[layout make-up]
| cell class | instances | share of cell area [%] |
|---|---|---|
| multi-input combinational | 28 | 56.06 |
| tap | 46 | 12.96 |
| timing repair buffer | 13 | 29.30 |
| inverter | 2 | 1.690 |
[layer usage]
| metal | part of all wire [%] | track usage (%) |
|---|---|---|
| met2 | 22 | 1.766 |
| met4 | 0 | 0 |
| met1 | 60 | 3.366 |
| met5 | 0 | 0 |
| met3 | 18 | 1.250 |
No activity file was given, so power comes from the tool's default toggle rates.
