===== ./config.mk =====
export PLATFORM = sky130hd
export DESIGN_NAME = Seven_Segment_Display
export DESIGN_NICKNAME = Seven_Segment_Display
export VERILOG_FILES = /design/flow/design.v
export SDC_FILE = /design/flow/constraint.sdc
export NUM_CORES = 4
export LEC_CHECK = 1
export CORE_AREA = 10 10 70 70
export DIE_AREA = 0 0 80 80

===== ./constraint.sdc =====
current_design Seven_Segment_Display

set clk_period 1.2
set clk_io_pct 0.2

create_clock -name clk0 -period $clk_period

set non_clock_inputs [all_inputs -no_clocks]
set_input_delay [expr $clk_period * $clk_io_pct] -clock clk0 $non_clock_inputs
set_output_delay [expr $clk_period * $clk_io_pct] -clock clk0 [all_outputs]

===== ./design.v =====
module Seven_Segment_Display(bcd,segment ); 
	input [3:0] bcd; 
	output[7:0] segment; 
	reg [7:0] segment; 
always @(bcd)
	begin 
		case(bcd) 
		  4'b0000: segment = 8'b11000000;
		  4'b0001: segment = 8'b11111001;
		  4'b0010: segment = 8'b10100100;
		  4'b0011: segment = 8'b10110000;
		  4'b0100: segment = 8'b10010010;
		  4'b0110: segment = 8'b10000010;
		  4'b0111: segment = 8'b11111000;
		  4'b1000: segment = 8'b10000000;
		  4'b1001: segment = 8'b10010000;
		default :  segment =  8'b11111111;
    endcase
  end
 endmodule
 module Seven_Segment_Display_tb;
		reg [3:0] bcd; 
		wire [7:0] segment; 
		integer i ; 
	Seven_Segment_Display dut (.bcd(bcd),.segment(segment) );
	task initialize; 
	{bcd } = 0; 
	endtask 
	task stimulus ; 
	begin 
	 for ( i =0 ; i <16 ; i = i+1)
	 begin 
	 {bcd } = 1;
	 #10;
	 end
	 end
	 endtask
	 initial 
	 begin 
	 initialize;
	 stimulus; 
	 end
	 initial begin
		for(i=0;i<16; i = i+1)
		begin 
		  bcd =1;
		 #10;
	    end
	 end
endmodule

===== ./run.sh =====
#!/bin/bash
# OpenROAD 26Q1-2900-gdf79404cd8, Yosys 0.63+post, stock flow scripts
make -C /OpenROAD-flow-scripts/flow DESIGN_CONFIG=/design/flow/config.mk WORK_HOME=/design/flow/orfs finish

==> impl_metrics.csv <==
group,metric,value,unit
critical_path,cp-start-kind,"input pin",
pwr,p_per_area,289,mW/mm2
critical_path,required,0.96,ns
finish,drive_above_1_share,0.212,
yosys,most_common_cell,"nor2_1",
critical_path,worstSetupEndpointType,"output pin",
final_timing,period_needed,1.17,ns
pwr,ir_drop,0.0327,mV
yosys,yosysTopAreaCell,"a21oi_1",
floorplanning,initial_core_util,0.0337,
place,dp_slack,-0.708,ns
finish,nClkBuffers,0,
yosys,synthCells,22,
floorplanning,dieArea,0.00640,mm2
global_route,overflow,0,
final_timing,finalCritPeriodShare,0.974,
final_timing,slew_violations,0,
floorplanning,die_w,80,um
place,gp_congestion,0.682,
yosys,synth_area,115,um2
final_timing,rsz0062_at_grt,"true",
routing,wl_per_cell,6.61,um
hold_path,hp-start,"bcd[3]",
floorplanning,io_pins,12,
pwr,pwr-share-seq,0,
routing,routed_wl,522,um
pwr,switchingPower,0.0311,mW
routing,vias,178,
pwr,p_comb_frac,1.000,
finish,syn_to_final_growth,138,%
hold_path,whs_endpoint,"segment[3]",
global_route,grt_pass1_wl,696,um
finish,regArea,0,um2
run_status,outcome,"completed",
critical_path,critPathMaxFanout,7,
critical_path,slowest_stage,"dlygate4sd2_1",
flow_run,warnings,33,
critical_path,max_stage_delay,0.23,ns
place,port_buffers,11,
critical_path,criticalPathCategory,"in -> out",
pwr,p_sw_frac,0.393,
final_timing,max_freq,855,MHz
routing,initialDrtViolationCount,13,
pwr,power_frac_clock,0,
critical_path,path_cells,"buf_4 > inv_1 > a21oi_1 > a31oi_1 > dlygate4sd2_1",
final_timing,setup_viol,0,
finish,logic_area,95.1,um2
yosys,ys_area,115,um2
hold_path,hold_class,"in -> out",
finish,fin_util,0.0802,
floorplanning,core,0.00342,mm2
yosys,yosysWarnings,1,
routing,diodes,0,
routing,firstDrtPassIters,4,
yosys,top_cells_by_area,"a21oi_1 (13%), o21ai_0 (13%), nor2_1 (13%)",
yosys,top_area_frac,0.130,
yosys,syn_avg_cell_area,5.23,um2
routing,drcViolationCount,0,
final_timing,hold_viol,0,
yosys,common_cells,"nor2_1 (4), a21oi_1 (3), o21ai_0 (3), inv_1 (2), nand2_1 (2)",
place,hpwl,475,um
critical_path,arrival,0.93,ns
clock_network,ctsHoldBuffers,0,
floorplanning,rows,21,
global_route,grt_max_degree,8,
global_route,antenna_found_initial,0,
routing,viasPerCell,2.25,
hold_path,hold_depth,4,
yosys,yosys_cells,22,
final_timing,fin_ws,0.0309,ns
yosys,yosysSeqAreaShare,0,
pwr,p_leak,0.108,nW
routing,route.antenna.remaining_nets,0,
global_route,grt_pass1_vias,145,
pwr,internal_power,0.0480,mW
finish,fillCellCount,416,
flow_run,cap_violations,0,
yosys,synth_cell_types,13,
floorplanning,dieHeight,80,um
global_route,grt_usage,0.0136,
clock_network,post_cts_buffers,0,
finish,ff_count,0,
==> worst max-delay path by stage <==
stage                   from          to  slack [ns]  cells past startpoint
after global routing  bcd[1]  segment[6]      -0.007                      5
after CTS             bcd[2]  segment[1]      0.0003                      4
final                 bcd[1]  segment[0]        0.03                      5
==> per-stage QoR <==
| stage | instances | hold slack [ns] | instance area (um2) | TNS (ns) | power (mW) |
|---|---|---|---|---|---|
| floorplan | 22 | 0.503 | 115 | 0 | 0.0279 |
| global placement | 80 | 1.58 | 293 | -4.61 | 0.0984 |
| detailed placement | 80 | 1.58 | 293 | -4.62 | 0.0983 |
| CTS | 79 | 0.909 | 269 | 0 | 0.0797 |
| global route | 79 | 0.919 | 274 | -0.00681 | 0.0879 |
| finish | 79 | 0.890 | 274 | 0 | 0.0792 |
==> cells in the final DEF, fill, tap and decap left out <==
| cell | instances |
|---|---|
| dlygate4sd2_1 | 5 |
| nor2_1 | 4 |
| a21oi_1 | 3 |
| o21ai_0 | 3 |
| buf_4 | 3 |
| inv_1 | 2 |
| nand2_1 | 2 |
| buf_6 | 2 |
| clkdlybuf4s15_1 | 2 |
| xnor2_1 | 1 |
| a22o_2 | 1 |
| a31oi_1 | 1 |
| nand2b_1 | 1 |
| o211ai_1 | 1 |
| conb_1 | 1 |
| buf_2 | 1 |
==> kinds of logic after synthesis <==
| kind of cell | count (synthesis) | share of synthesized area |
|---|---|---|
| AOI/OAI and AO/OA | 9 | 0.467 |
| xor gates and xnor gates | 1 | 0.0761 |
| buffers and inverters | 4 | 0.174 |
| other | 1 | 0.0326 |
| and+or+nand+nor | 7 | 0.250 |
==> area by class of cell <==
cell class,count,area share
tap,46,0.210
inverter,2,0.0274
multi-input combinational,18,0.347
timing repair buffer,13,0.416
==> critical path: cells and delay by family <==
family                 cells  cell delay [ns]
AOI/OAI and AO/OA          2             0.23
buffers and inverters      3             0.46
==> timing repair <==
action                     in CTS  in global routing
setup endpoints to repair       7                  3
pin swaps                       1                  0
gates resized                  27                  4
==> metal layers <==
metal,up-vias,global-route usage,share of wire
met2,9,0.0265,0.48
li1,96,-,-
met1,73,0.0152,0.40
met4,0,0,0
met3,0,0.00341,0.12
met5,-,0,0
==> power by group through the flow <==
stage / Combinational, mW / Sequential (mW) / Clock [mW]
CTS: 0.0797 / 0 / 0
global route: 0.0879 / 0 / 0
finish: 0.0792 / 0 / 0
Power is estimated from default activity; no workload was simulated.
